### flow/design.v
interface core_intf (
        input logic clk,
        input logic rst_n
    );
    logic [0:7] in0,
                in1,
                in2,
                in3;
    logic [7:0] out0,
                out1,
                out2,
                out3;
    modport data_in (
    input           clk,
    input           rst_n,
    input           in0,
                    in1,
                    in2,
                    in3,
    output          out0,
                    out1,
                    out2,
                    out3
    );
    modport data_out (
    input           clk,
    input           rst_n,
    output           in0,
                    in1,
                    in2,
                    in3,
    input           out0,
                    out1,
                    out2,
                    out3   
    );
endinterface
module TIS100(
    input wire          rst_n,
	input wire          clk,
	input wire [0:7]    in0,
                        in1, 
                        in2, 
                        in3,
    input wire          rrdy0,
                        rrdy1,
                        rrdy2,
                        rrdy3,
    output wire         rresp0,
                        rresp1,
                        rresp2,
                        rresp3,
	output wire [0:7]   out0, 
                        out1, 
                        out2, 
                        out3,
    output wire         val0,
                        val1,
                        val2,
                        val3,
    input wire          wresp0,
                        wresp1,
                        wresp2,
                        wresp3,
    input wire [0:17]   instr,
    output wire [0:7]   addr_instr
);
	wire [0:13]     datainstr;
	wire [0:1]      SwpinA;
	wire            SwpinB;
	wire [0:1]      ALUdesk;
	wire            jmpInstr;
	wire [0:1]      jmpCond;
	wire [0:7]      jAddr;
	wire [0:7]      ACCond;
	wire            SwpActiveReg;
	wire [0:7]      jACC;
    wire [0:4] instrType;
    assign instrType = instr[0:4];
	exe_path               
        exe_path0(
        .clk            (clk            ), 
        .rst_n          (rst_n          ), 
        .SwpActiveReg   (SwpActiveReg   ),
        .SwpinA         (SwpinA         ),
        .SwpinB         (SwpinB         ),
		.ALUdesk        (ALUdesk        ), 
        .jmpInstr       (jmpInstr       ), 
        .jmpCond        (jmpCond        ), 
        .instr          (instr          ), 
        .jAddr          (ACCond         ), 
        .in0            (in0            ), 
        .in1            (in1            ), 
        .in2            (in2            ), 
        .in3            (in3            ),  
        .rrdy0          (rrdy0          ),
        .rrdy1          (rrdy1          ),
        .rrdy2          (rrdy2          ),
        .rrdy3          (rrdy3          ),
        .rresp0         (rresp0         ),
        .rresp1         (rresp1         ),
        .rresp2         (rresp2         ),
        .rresp3         (rresp3         ),
        .ACCond         (jACC           ), 
        .out0           (out0           ), 
        .out1           (out1           ), 
        .out2           (out2           ), 
        .out3           (out3           ),
        .val0           (val0           ),
        .val1           (val1           ),
        .val2           (val2           ),
        .val3           (val3           ),
        .wresp0         (wresp0         ),
        .wresp1         (wresp1         ),
        .wresp2         (wresp2         ),
        .wresp3         (wresp3         ),
        .Addr_instr     (addr_instr     )
    );
	control_unit    
        control_unit0(
        .clk            (clk            ), 
        .rst_n          (rst_n          ), 
        .instrType      (instrType      ), 
        .jACC           (jACC           ),
        .SwpActiveReg   (SwpActiveReg   ), 
        .SwpinA         (SwpinA         ),
        .SwpinB         (SwpinB         ),
		.ALU_desk       (ALUdesk        ), 
        .jmpInstr       (jmpInstr       ), 
        .jmpCond        (jmpCond        ),
        .outACC         (ACCond         )
    );
endmodule
module alu #(parameter N = 8)(
	input wire [0:N - 1] X1, X2,
	input wire [0:1] code,
	output reg [0:N - 1] Y
);
	always @(*) begin
		case(code)
			2'b01:
				Y = X1 + X2;
			2'b10:
				Y = X1 - X2;
			2'b11:
				Y = -X1;
			default:
				Y = 0;
		endcase
	end
endmodule
module control_unit(
	input wire 			rst_n,
	input wire 			clk,
	input wire [0:4] 	instrType,
	input wire [0:7] 	jACC,
	output reg 			SwpActiveReg,
	output reg [0:1] 	SwpinA,
	output reg 			SwpinB,
	output reg [0:1] 	ALU_desk,
	output reg 			jmpInstr,
	output reg [0:1] 	jmpCond,
	output wire [0:7] 	outACC
	);
	wire [0:7] temp;
	always @(*) begin
		case(instrType[0:3])
			4'b0000:  
				begin
					SwpActiveReg = 1'b0;
					SwpinA = 2'b00;
					SwpinB = 1'b0;
					ALU_desk = 2'b00;
					jmpInstr = 1'b0;
					jmpCond = 2'b00;
				end
			4'b0001:  
				begin
					SwpActiveReg = 1'b1;
					SwpinA = 2'b11;
					SwpinB = 1'b1;
					ALU_desk = 2'b00;
					jmpInstr = 1'b1;
					jmpCond = 2'b00;
				end
			4'b0010:  
				begin
					SwpActiveReg = 1'b0;
					SwpinA = 2'b01;
					SwpinB = 1'b0;
					ALU_desk = 2'b10;
					jmpInstr = 1'b0;
					jmpCond = 2'b00;
				end
			4'b0011:  
				begin
					SwpActiveReg = 1'b0;
					SwpinA = 2'b01;
					SwpinB = 1'b0;
					ALU_desk = 2'b01;
					jmpInstr = 1'b0;
					jmpCond = 2'b00;
				end
			4'b0100:  
				begin
					if(instrType[4])
						jmpCond = 2'b01;
					else
						jmpCond = 2'b10;
					SwpActiveReg = 1'b0;
					SwpinA = 2'b00;
					SwpinB = 1'b0;
					ALU_desk = 2'b00;
					jmpInstr = 1'b1;
				end
			4'b0101:  
				begin
					if(|jACC)
					begin
						if(instrType[4])
							jmpCond = 2'b01;
						else
							jmpCond = 2'b10;
					end
					else
						jmpCond = 2'b00;
					SwpActiveReg = 1'b0;
					SwpinA = 2'b00;
					SwpinB = 1'b0;
					ALU_desk = 2'b00;
					jmpInstr = 1'b1;
				end
			4'b0110:  
				begin
					if(&jACC)
					begin
						if(instrType[4])
							jmpCond = 2'b01;
						else
							jmpCond = 2'b10;
					end
					else
						jmpCond = 2'b00;
					SwpActiveReg = 1'b0;
					SwpinA = 2'b00;
					SwpinB = 1'b0;
					ALU_desk = 2'b00;
					jmpInstr = 1'b1;
				end
			4'b0111:  
				begin
					if(~jACC[0])
					begin
						if(instrType[4])
							jmpCond = 2'b01;
						else
							jmpCond = 2'b10;
					end
					else
						jmpCond = 2'b00;
					SwpActiveReg = 1'b0;
					SwpinA = 2'b00;
					SwpinB = 1'b0;
					ALU_desk = 2'b00;
					jmpInstr = 1'b1;
				end
			4'b1000:  
				begin
					if(jACC[0])
					begin
						if(instrType[4])
							jmpCond = 2'b01;
						else
							jmpCond = 2'b10;
					end
					else
						jmpCond = 2'b00;
					SwpActiveReg = 1'b0;
					SwpinA = 2'b00;
					SwpinB = 1'b0;
					ALU_desk = 2'b00;
					jmpInstr = 1'b1;
				end
			4'b1001:  
				begin
					SwpActiveReg = 1'b1;
					SwpinA = 2'b01;
					SwpinB = 1'b0;
					ALU_desk = 2'b11;
					jmpInstr = 1'b1;
					jmpCond = 2'b00;
				end
			default:
				begin
					SwpActiveReg = 1'b0;
					SwpinA = 2'b00;
					SwpinB = 1'b0;
					ALU_desk = 2'b00;
					jmpInstr = 1'b1;
					jmpCond = 2'b00;
				end
		endcase
	end
	assign outACC = jACC;
	endmodule
module data_path(
	input wire 			rst_n,
	input wire 			clk,
	input wire 			SwpActiveReg,
	input wire [0:1] 	SwpinA,
	input wire 			SwpinB,
	input wire 			jmpInstr,
	input wire [0:1] 	ALUdesk,
	input wire [0:13] 	datainstr,
	output wire  		hlt_en,	
	input wire [0:7]    in0,
                        in1, 
                        in2, 
                        in3,
    input wire          rrdy0,
                        rrdy1,
                        rrdy2,
                        rrdy3,
    output reg          rresp0,
                        rresp1,
                        rresp2,
                        rresp3,
	output reg [0:7]    out0, 
                        out1, 
                        out2, 
                        out3,
    output reg          val0,
                        val1,
                        val2,
                        val3,
    input wire          wresp0,
                        wresp1,
                        wresp2,
                        wresp3,
	output wire [0:7] 	ACCond
);
	wire [0:7] enableOut; 
	reg [0:7] data_out;
	reg [0:7] ACC, bak;
	reg [0:7] ACCdata;
	wire [0:7] bakdata;
	wire enableACC, enablebak;
	wire [0:7] ALURes;
	reg [0:7] instr_sourse_decode;
	reg [0:7] instr_decode;
	reg data_ready;
	assign hlt_en = ~data_ready || ((|enableOut[0:3]) || (val0 | val1 | val2 | val3));
	always @(*) begin
		case(datainstr[3:5])
			3'b000:
				instr_sourse_decode = 8'b10000000;
			3'b001:
				instr_sourse_decode = 8'b01000000;
			3'b010:
				instr_sourse_decode = 8'b00100000;
			3'b011:
				instr_sourse_decode = 8'b00010000;
			3'b100:
				instr_sourse_decode = 8'b00001000;
			3'b101:
				instr_sourse_decode = 8'b00000100;
			3'b110:
				instr_sourse_decode = 8'b00000010;
			3'b111:
				instr_sourse_decode = 8'b00000001;
		endcase
	end
	assign enableOut = (jmpInstr && ~data_ready) ? 8'h0 : instr_sourse_decode;  
	always @(*) begin
			case(datainstr[0:2])
				3'b000: 
					data_out = in0;
				3'b001:
					data_out = in1;
				3'b010:
					data_out = in2;
				3'b011:
					data_out = in3;
				3'b100:
					data_out = ACC;
				3'b101:
					data_out = datainstr[6:13];
				3'b110:
					data_out = bak;
				3'b111:
					data_out = 8'h0;
			endcase
		end
	always @(*) begin
		case(datainstr[0:2])
			3'b000: 
				data_ready = rrdy0;
			3'b001:
				data_ready = rrdy1;
			3'b010:
				data_ready = rrdy2;
			3'b011:
				data_ready = rrdy3;
			default:
				data_ready = 1'b1;
		endcase
	end
	always @(posedge clk) begin
		if(~rst_n) begin
			rresp0 <= 1'b0;
			rresp1 <= 1'b0;
			rresp2 <= 1'b0;
			rresp3 <= 1'b0;
		end
		else case(datainstr[0:2])
			3'b000:
				rresp0 <= rrdy0;
			3'b001:
				rresp1 <= rrdy1;
			3'b010:
				rresp2 <= rrdy2;
			3'b011:
				rresp3 <= rrdy3;
			default: begin
				rresp0 <= 1'b0;
				rresp1 <= 1'b0;
				rresp2 <= 1'b0;
				rresp3 <= 1'b0;
			end
		endcase
	end
	always @(posedge clk) begin
		if(~rst_n) begin
			val0 <= 1'b0;
			out0 <= 'h0;
		end 
		else if(enableOut[0]) begin
			val0 <= 1'b1;
			out0 <= data_out;
		end
		else if(wresp0) 
			val0 <= 1'b0;
	end
	always @(posedge clk) begin
		if(~rst_n) begin
			val1 <= 1'b0;
			out1 <= 'h0;
		end 
		else if(enableOut[1]) begin
			val1 <= 1'b1;
			out1 <= data_out;
		end
		else if(wresp1) 
			val1 <= 1'b0;
	end
	always @(posedge clk) begin
		if(~rst_n) begin
			val2 <= 1'b0;
			out2 <= 'h0;
		end 
		else if(enableOut[2]) begin
			val0 <= 1'b1;
			out2 <= data_out;
		end
		else if(wresp2) 
			val2 <= 1'b0;
	end
	always @(posedge clk) begin
		if(~rst_n) begin
			val3 <= 1'b0;
			out3 <= 'h0;
		end 
		else if(enableOut[3]) begin
			val3 <= 1'b1;
			out3 <= data_out;
		end
		else if(wresp3) 
			val3 <= 1'b0;
	end
	always @(*) begin
		case(SwpinA)
			2'b00:
				ACCdata = data_out;  
			2'b01:
				ACCdata = ALURes;	 
			2'b10:
				ACCdata = 8'b0;		 
			2'b11:
				ACCdata = bak;		 
		endcase
	end
	assign bakdata = SwpinB ? ACC : data_out;  
	assign enableACC = SwpActiveReg ? 1'b1 : enableOut[4];  
	assign enablebak = SwpActiveReg ? 1'b1 : enableOut[5];
	always @(posedge clk) begin
		if(~rst_n) begin
			ACC <= 'h0;
		end
		else if(enableACC) begin
			ACC <= ACCdata;
		end
	end
	always @(posedge clk) begin
		if(~rst_n) begin
			bak <= 'h0;
		end
		else if(enablebak) begin
			bak <= bakdata;
		end
	end
	alu #(.N(8))
		alu(
		.X1		(ACC		), 
		.X2		(data_out	), 
		.code	(ALUdesk	), 
		.Y		(ALURes		)
	);
	assign ACCond = ACC;
endmodule
module exe_path(
	input wire 			rst_n,
	input wire 			clk,
	input wire 			SwpActiveReg,
	input wire [0:1] 	SwpinA,
	input wire 			SwpinB,
	input wire [0:1] 	ALUdesk,
	input wire 			jmpInstr,
	input wire [0:1] 	jmpCond,
	input wire [0:17] 	instr,
	input wire [0:7] 	jAddr,
	input wire [0:7]    in0,
                        in1, 
                        in2, 
                        in3,
    input wire          rrdy0,
                        rrdy1,
                        rrdy2,
                        rrdy3,
    output wire         rresp0,
                        rresp1,
                        rresp2,
                        rresp3,
	output wire [0:7]   out0, 
                        out1, 
                        out2, 
                        out3,
    output wire         val0,
                        val1,
                        val2,
                        val3,
    input wire          wresp0,
                        wresp1,
                        wresp2,
                        wresp3,
	output wire [0:7] 	ACCond,
	output wire [0:7] 	Addr_instr
);
	wire [0:13] datainstr;
	assign datainstr = instr[4:17];  
	wire hlt_en;
	data_path 
		data_path(
		.clk			(clk			), 
		.rst_n			(rst_n			), 
		.SwpActiveReg	(SwpActiveReg	), 
		.SwpinA			(SwpinA			), 
		.SwpinB			(SwpinB			),
		.ALUdesk		(ALUdesk		), 
		.jmpInstr		(jmpInstr		),
		.datainstr		(datainstr		), 
		.hlt_en			(hlt_en			),
		.in0            (in0            ), 
        .in1            (in1            ), 
        .in2            (in2            ), 
        .in3            (in3            ),  
        .rrdy0          (rrdy0          ),
        .rrdy1          (rrdy1          ),
        .rrdy2          (rrdy2          ),
        .rrdy3          (rrdy3          ),
        .rresp0         (rresp0         ),
        .rresp1         (rresp1         ),
        .rresp2         (rresp2         ),
        .rresp3         (rresp3         ),
		.out0           (out0           ), 
        .out1           (out1           ), 
        .out2           (out2           ), 
        .out3           (out3           ),
        .val0           (val0           ),
        .val1           (val1           ),
        .val2           (val2           ),
        .val3           (val3           ),
        .wresp0         (wresp0         ),
        .wresp1         (wresp1         ),
        .wresp2         (wresp2         ),
        .wresp3         (wresp3         ),
		.ACCond			(ACCond			)
	);
	jmp_path 
		jmp(
		.clk			(clk			), 
		.rst_n			(rst_n			),
		.jmpCond		(jmpCond		),
		.jmpInstr		(jmpInstr		), 
		.instr			(instr			), 
		.jAddr			(jAddr			), 
		.Addr_instr		(Addr_instr		),
		.hlt_en			(hlt_en			)
	);
endmodule
module jmp_path(
	input wire 			rst_n,
	input wire 			clk,
	input wire [0:1] 	jmpCond,
	input wire 			jmpInstr,
	input wire [0:17] 	instr,
	input wire [0:7] 	jAddr,
	output wire [0:7] 	Addr_instr,
	input wire			hlt_en
	);
	reg [0:7] ipNext;
	wire [0:7] incAddr;
	reg [0:7] ipCurrent;
	wire [0:7] imm;
	assign imm = instr[10:17];
	always @(*) begin
		case(jmpCond)
			2'b00:
				ipNext = incAddr;
			2'b01:
				ipNext = jAddr;
			2'b10:
				ipNext = imm;
			2'b11:
				ipNext = 8'b0;
		endcase
	end
	assign incAddr = ipCurrent + 8'h1;
	always @(posedge clk) begin
		if(~rst_n) ipCurrent <= 'h0;
		else if(hlt_en)
			ipCurrent <= ipCurrent;
		else
			ipCurrent <= ipNext;
	end
	assign Addr_instr = ipCurrent;
endmodule
### flow/run.sh
#!/bin/bash
# OpenROAD 26Q1-2900-gdf79404cd8, Yosys 0.63+post, stock flow scripts
make -C /OpenROAD-flow-scripts/flow DESIGN_CONFIG=/design/flow/config.mk WORK_HOME=/design/flow/orfs finish
### flow/config.mk
export PLATFORM = sky130hd
export DESIGN_NAME = TIS100
export DESIGN_NICKNAME = TIS100
export VERILOG_FILES = /design/flow/design.v
export SDC_FILE = /design/flow/constraint.sdc
export NUM_CORES = 4
export LEC_CHECK = 1
export CORE_UTILIZATION = 50
### flow/constraint.sdc
current_design TIS100

set clk_period 6.0
set clk_io_pct 0.2

create_clock -name clk0 -period $clk_period [get_ports {clk}]

set non_clock_inputs [all_inputs -no_clocks]
set_input_delay [expr $clk_period * $clk_io_pct] -clock clk0 $non_clock_inputs
set_output_delay [expr $clk_period * $clk_io_pct] -clock clk0 [all_outputs]
==> results.cfg <==
; flow metrics
[run_status]
status = finished clean

[hold_path]
hold_class = reg2reg
worstHoldEndpoint = exe_path0.data_path.rresp3$_SDFFE_PN0N_
whs_path_depth = 2
hp-start = exe_path0.data_path.rresp3$_SDFFE_PN0N_

[clocking]
clock.latency.late_pin_ns = 0.31
htreeDepth = 2
ctsHoldBuffers = 0
clockRootBuffer = clkbuf_8
cts_tree = built
postCtsResizedCells = 0
clockBufferDepth = 2
post_cts.repair.setup_buffers = 0
clkTransAtPathRegs_ns = 0.11
cts-buffers-inserted = 5
clock-sinks = 54

[pwr]
intPower_w = 0.0006248
p_sw_w = 0.0002917
switching_share_pct = 31.83
p_seq_share_pct = 43.1
power_density_mw_per_mm2 = 192.7
combPwrFrac_pct = 32.6
p_leak_nw = 1.861
p_clk_share_pct = 24.3
ir_drop_v = 0.0001131

[drt]
via_count = 3335
remaining_drc_errors = 0
wl_per_cell_um = 15.31
num_antenna_cells = 0
vias_per_cell = 5.405
detail_route.iter0.violations = 148
postRouteAntennaNets = 0
drt_wl_total_um = 9446
dr.pass1.iters = 6

[sta]
finalCriticalPeriod_ns = 5.283
fin_crit_sh_pct = 88.05
setup_viol = 0
tns_ns = 0
tightest_slew_ns = 0.6164
rsz0062_at_grt = false
finalHoldViolCount = 0
max_freq_mhz = 189.3
slew_violations = 0
finalHoldWorstSlack_ns = 0.4641
max_slew_margin_pct = 58.82
fin_skew_ns = 0.009522

[floorplan]
floorplanUtilization_pct = 52.55
die_width_um = 87.20
die_y_um = 87.20
chipArea_mm2 = 0.007604
rows = 30
core_area_mm2 = 0.006907
pin_count = 108

[finish]
lay_top_count = clkdlybuf4s50_1
comb_area_mm2 = 0.002326
regArea_mm2 = 0.001081
n_fill_cell = 597
lay_top_cells = clkdlybuf4s50_1 (95), dfxtp_1 (54), nor2_1 (40), nand2_1 (36), mux2i_1 (32)
area_delta_synth_final_pct = 31.06
drive_gt1_share_pct = 7.678

[placed_design]
place.gp.congestion = 0.9577
io_buffers = 95
dp_hpwl_um = 7254

[setup_path]
slowest_delay_ns = 0.81
r2r_end = exe_path0.data_path.ACC[2]$_SDFFE_PN0P_
cp-start-kind = input pin
r2r_setup_slack_ns = 1.99
crit_chain = clkdlybuf4s50_1 > buf_4 > nand3b_1 > a21boi_1 > o32a_1 > inv_1 > ha_1 > nor2_1 > a21oi_1 > inv_1 > ha_1 > nor2b_1 > o21ai_0 > a21boi_1 > o21a_1 > or3_1 > a32o_1 > a221oi_1 > a21oi_1
required_ns = 6.18
path_class = in2reg
cpMaxStageDelayCell = clkdlybuf4s50_1
end_kind = flip-flop
r2r_cells = 17
crit_arrival_ns = 5.47
worstReg2RegStart = exe_path0.data_path.ACC[7]$_SDFFE_PN0P_
path_max_fanout = 17

[global_routing]
track_usage_pct = 26.48
overflow = 0
grt_pass1_vias = 3087
antenna_found_initial = 0
grt_pass1_wl_um = 15330
grt_max_degree = 35

[logic_synthesis]
avgSynthCellArea_um2 = 8.461
synth_seq_share_pct = 29.78
synthCells = 429
yosys_area_mm2 = 0.003630
synth-edff-count = 0
yosys_warnings = 6
synth-seq-cells = 54
ys_cells = 429
synth_cell_types = 62
flop_cell = dfxtp_1
netlist_area_mm2 = 0.003630
ys_async_sr_fraction_pct = 0

[run]
warning_count = 30
maxCapViolCount = 0
[cell families after synthesis]
logic type | Yosys count | share of synthesized area (%)
flops | 54 | 29.78
simple gates | 140 | 19.68
other cells | 2 | 0.2069
mux | 39 | 12.51
buf+inv | 50 | 7.101
fa+ha+maj | 13 | 4.688
compound gates | 118 | 22.89
xor+xnor | 13 | 3.137
[worst max path at each step]
stage,cells past startpoint,start,end,slack [ns]
CTS,19,instr[4],exe_path0.data_path.ACC[2]$_SDFFE_PN0P_,0.72
global route,19,instr[4],exe_path0.data_path.ACC[2]$_SDFFE_PN0P_,0.35
finish,19,instr[4],exe_path0.data_path.ACC[2]$_SDFFE_PN0P_,0.72
[per-layer routing]
metal,vias to the layer above,wire length [um],track usage [%]
met1,1499,4763,42.97
li1,1710,-,-
met4,0,125,4.173
met5,-,0,0
met2,117,3886,38.65
met3,9,671,4.231
[worst max-delay path: cells and delay by family]
kind | cells | cell delay, ns
adder cells (fa/ha/maj) | 2 | 0.55
AND-OR/OR-AND | 9 | 1.89
buffers and inverters | 4 | 1.26
AND/OR/NAND/NOR | 4 | 0.54
[metrics by stage]
stage	setup slack (ns)	std cells	instance area (um^2)	util, %	total power, W
after CTS	0.7209	617	4757	68.88	0.0009195
after global routing	0.3511	617	4757	68.88	0.0009724
after floorplan	1.358	437	3660	-	0.0005888
after global placement	0.4835	609	4658	67.45	0.0006957
final	0.7171	617	4757	68.88	0.0009166
after detailed placement	0.3868	609	4658	67.45	0.0007001
[registers in the layout, indices dropped and copies added, names as in the netlist]
signal	cells
exe_path0.data_path.out1	8
exe_path0.data_path.val3	1
exe_path0.data_path.rresp2	1
exe_path0.data_path.out0	8
exe_path0.data_path.out2	8
exe_path0.data_path.rresp1	1
exe_path0.data_path.rresp3	1
exe_path0.data_path.ACC	8
exe_path0.data_path.out3	8
exe_path0.data_path.bak	8
exe_path0.data_path.rresp0	1
exe_path0.data_path.val1	1
[power by group through the flow]
stage,Sequential (W),Combinational [W],Clock (W)
global route,0.000397,0.000334,0.000241
CTS,0.000394,0.000299,0.000226
finish,0.000395,0.000299,0.000223
[area by class of cell]
class                           instances  share of cell area (%)
Clock buffer                            6                   1.736
Multi-Input combinational cell        333                   48.90
Tap cell                               96                   2.525
Timing Repair Buffer                  112                   22.67
Clock inverter                          2                  0.3419
Inverter                               14                   1.105
Sequential cell                        54                   22.72
[cell usage after synthesis (all sizes together), types with 8 or more instances]
| master | count | area [um^2] |
|---|---|---|
| nand3 | 8 | 45.04 |
| nor2 | 40 | 150.1 |
| inv | 13 | 48.80 |
| clkbuf | 15 | 56.30 |
| buf | 21 | 148.9 |
| mux2i | 34 | 356.6 |
| nand3b | 10 | 75.07 |
| o211ai | 8 | 65.06 |
| a21oi | 14 | 70.07 |
| nand2 | 36 | 135.1 |
| ha | 12 | 150.1 |
| o21ai | 31 | 155.1 |
| dfxtp | 54 | 1081 |
| a211oi | 18 | 135.1 |
| nor2b | 16 | 102.6 |
| o211a | 9 | 90.09 |
Power figures rest on the tool's default switching activity, not on a simulated workload.
